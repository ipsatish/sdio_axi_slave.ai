<file path="design/flow/constraint.sdc">
current_design crc

set clk_period 5.6
set clk_io_pct 0.2

create_clock -name clk0 -period $clk_period

set non_clock_inputs [all_inputs -no_clocks]
set_input_delay [expr $clk_period * $clk_io_pct] -clock clk0 $non_clock_inputs
set_output_delay [expr $clk_period * $clk_io_pct] -clock clk0 [all_outputs]
</file>
<file path="design/flow/run.sh">
#!/bin/bash
# OpenROAD 26Q1-2900-gdf79404cd8, Yosys 0.63+post, stock flow scripts
make -C /OpenROAD-flow-scripts/flow DESIGN_CONFIG=/design/flow/config.mk WORK_HOME=/design/flow/orfs finish
</file>
<file path="design/flow/config.mk">
export PLATFORM = sky130hd
export DESIGN_NAME = crc
export DESIGN_NICKNAME = crc
export VERILOG_FILES = /design/flow/design.v
export SDC_FILE = /design/flow/constraint.sdc
export NUM_CORES = 4
export LEC_CHECK = 1
export CORE_AREA = 10 10 96 96
export DIE_AREA = 0 0 106 106
export SYNTH_HDL_FRONTEND = slang
</file>
<file path="design/flow/design.v">
`timescale 1ns / 1ps
module crc (
    input wire [45:0] data_in,
    output reg [6:0] crc7_out,
    input wire [3:0] data,
    output reg [15:0] crc16_out
);
    function [6:0] crc7_next;
        input [45:0] data;
        reg [6:0] crc;
        integer i;
        begin
            crc = 7'h0;
            for (i = 45; i >= 0; i = i - 1) begin
                crc = {crc[5:0], data[i]} ^ (crc[6] ? 7'h09 : 7'h00);
            end
            crc7_next = crc;
        end
    endfunction
    function [15:0] crc16_next;
        input [3:0] data;
        reg [15:0] crc;
        integer i;
        begin
            crc = 16'h0;
            for (i = 3; i >= 0; i = i - 1) begin
                crc = {crc[14:0], data[i]} ^ (crc[15] ? 16'h1021 : 16'h0);
            end
            crc16_next = crc;
        end
    endfunction
    always @(*) begin
        crc7_out = crc7_next(data_in);
        crc16_out = crc16_next(data);
    end
endmodule
</file>
==> flow_metrics.rpt <==
==== FLOW RESULTS ====
----------------------------------------------------
[Status]
  Run status ........................ finished, final reports clean

[Placed design]
  # placed instances ........................ 229
  Count of input and output buffers ........................ 53
  Placer Congestion ........................ 0.771
  Placed Instance Area ........................ 0.00168 mm2
  Detailed-placement wirelength estimate ........................ 2720 um

[Clock tree]
  Post-CTS Resized ........................ 0
  Post-CTS setup buffer count ........................ 0
  Number of buffers inserted by hold repair at cts ........................ 0

[STA]
  Final setup violation count ........................ 0
  Final slew viol count ........................ 0
  Final period util ........................ 94.5%
  Maximum clock rate ........................ 189 MHz
  Final Hold Violating Endpoints ........................ 0
  Final Critical Period ........................ 5.29 ns
  Minimum hold slack ........................ 2.24 ns
  Total negative slack for setup checks ........................ 0 ns
  RSZ-0062 raised after global routing ........................ false

[Synthesis]
  Yosys cell types ........................ 8
  Synthesized area per cell ........................ 13.5 um2
  Yosys chip area ........................ 0.00110 mm2
  Biggest area consumer among synthesized cells ........................ xnor3_1
  Synthesized instance count ........................ 82
  Cell count in the Yosys report ........................ 82
  Top cells by area ........................ xnor3_1, xnor2_1, buf_4
  Part of the Yosys area used for sequential elements ........................ 0%
  Mapped cell area ........................ 0.00110 mm2
  Top-area cell type share of the netlist area ........................ 55.0%
  Yosys warns ........................ 0

[Floorplanning]
  Vertical die size ........................ 106 um
  Die W ........................ 106 um
  Ports placed on the boundary ........................ 73
  Die area ........................ 0.0112 mm2
  Rows ........................ 31
  Area of the core ........................ 0.00721 mm2
  Effective utilization at floorplan ........................ 15.3%

[Hold path]
  Hold crit path type ........................ in2out
  Worst hold path stage count ........................ 0

[Final layout]
  Layout Cell Area excl Fill ........................ 0.00168 mm2
  Syn-to-layout area delta ........................ 52.4%
  Most common cell after layout, fill and taps aside ........................ clkdlybuf4s50_1
  Clock buffers ........................ 0
  Most numerous logic cells after layout ........................ clkdlybuf4s50_1, xnor3_1, xnor2_1
  Ratio of cells with drive above 1 in the final layout ........................ 2.31%
  Area taken by flip-flops and latches ........................ 0 um2
  Count of placed standard cells in the final layout, fillers left out ........................ 229
  Total number of sequential cells ........................ 0

[Critical path]
  Largest stage delay on the critical path ........................ 0.48 ns
  Critical Path Most Common Cell ........................ xnor3_1
  Worst setup EP type ........................ output port
  Worst-path cell with the longest stage delay ........................ xnor3_2
  Launching element type of the critical path ........................ primary input
  CP max FO ........................ 3
  Signal arrival time at the worst endpoint ........................ 4.17 ns
  Crit Path Class ........................ in2out
  Data required time of the critical path ........................ 4.48 ns
  Critical path cell sequence ........................ clkdlybuf4s50_1 > xnor3_1 > xor3_1 > xnor3_2 > xnor3_1 > xnor3_1 > clkdlybuf4s50_1

[Detailed routing]
  DRC ........................ 0
  Iteration-0 DRC count of the detailed router ........................ 1
  Drt wl/cell ........................ 12.7 um
  TritonRoute pass-1 iters ........................ 2
  Total vias in the final route ........................ 658
  Number of routed nets with antenna violations ........................ 0
  Routed Wire Length ........................ 2900 um
  Drt via density ........................ 2.87
  Antenna diode count ........................ 0

[Power]
  Cell Pwr Density ........................ 540 mW/mm2
  Max VDD drop ........................ 0.684 mV
  Overall Power ........................ 0.910 mW
  Static power due to leakage ........................ 0.811 nW

[GRT]
  Pin count of the biggest net entering global routing ........................ 6
  Antenna violations before repair ........................ 0
  Number of global-route vias before repair ........................ 824
  Wire length of the first global-routing pass ........................ 4260 um
  Global-route usage over all layers ........................ 4.89%
  Total grt overflow ........................ 0

[Flow run]
  Max-Cap Viols ........................ 0
  Tool Warnings ........................ 32

----------------------------------------------------
final cells by class:
type               count  area [um2]
repair buffers        54         538
fillers              792        5530
multi-input cells     76        1020
well taps             99         124
critical path: cells and delay by family:
kind	cells	cell delay (ns)
xor+xnor	5	2.13
buf+inv	2	0.93
layer usage:
| metal | vias up | routed length, um | global-route usage (%) |
|---|---|---|---|
| met1 | 278 | 1320 | 6.26 |
| met3 | 0 | 233 | 1.59 |
| li1 | 342 | - | - |
| met4 | 0 | 0 | 0.0967 |
| met2 | 38 | 1350 | 8.35 |
| met5 | - | 0 | 0 |
metrics by stage:
step,worst slack (ns),util [%]
floorplan,1.35,-
global placement,0.303,23.3
detailed placement,0.298,23.3
CTS,0.290,23.3
global route,0.165,23.3
finish,0.308,23.3
path summary, 6_finish.rpt:
path	from	to	slack [ns]
max	data_in[37]	crc7_out[3]	0.31
min	data[0]	crc16_out[0]	2.24
power by group:
group,internal (mW),switching (mW)
clock,0,0
combinational,0.679,0.231
sequential,0,0
total,0.679,0.231
logic make-up (layout without fill, tap and decap cells):
| group | count (synthesis) | in the layout | synth area share (%) |
|---|---|---|---|
| xor gates and xnor gates | 64 | 64 | 88.4 |
| other | 1 | 12 | 0.339 |
| buffers and inverters | 17 | 54 | 11.2 |
synthesized netlist by cell type, drive strengths merged:
cell	instances
xor2	10
xnor3	29
xnor2	24
clkbuf	1
buf	16
xor3	1
conb	1
Power figures rest on the tool's default switching activity, not on a simulated workload.
