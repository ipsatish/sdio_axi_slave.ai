$ cat ./design.v
`timescale 1ns / 1ps
module axi_slave_interface (
    input wire axi_clk,
    input wire axi_resetn,
    input wire [31:0] axi_awaddr,
    input wire axi_awvalid,
    output reg axi_awready,
    input wire [31:0] axi_wdata,
    input wire [3:0] axi_wstrb,
    input wire axi_wvalid,
    output reg axi_wready,
    output reg [1:0] axi_bresp,
    output reg axi_bvalid,
    input wire axi_bready,
    input wire [31:0] axi_araddr,
    input wire axi_arvalid,
    output reg axi_arready,
    output reg [31:0] axi_rdata,
    output reg [1:0] axi_rresp,
    output reg axi_rvalid,
    input wire axi_rready,
    input wire [47:0] cmd_reg,
    input wire cmd_valid,
    input wire crc_error,
    input wire timeout_error
);
    reg [31:0] reg_data;
    always @(posedge axi_clk) begin
        if (!axi_resetn) begin
            axi_awready <= 1'b0;
        end else if (axi_awvalid && !axi_awready) begin
            axi_awready <= 1'b1;
        end else begin
            axi_awready <= 1'b0;
        end
    end
    always @(posedge axi_clk) begin
        if (!axi_resetn) begin
            axi_wready <= 1'b0;
        end else if (axi_wvalid && !axi_wready) begin
            axi_wready <= 1'b1;
        end else begin
            axi_wready <= 1'b0;
        end
    end
    always @(posedge axi_clk) begin
        if (!axi_resetn) begin
            axi_bvalid <= 1'b0;
            axi_bresp <= 2'b00;
        end else if (axi_awready && axi_awvalid && axi_wready && axi_wvalid && !axi_bvalid) begin
            axi_bvalid <= 1'b1;
            axi_bresp <= 2'b00;  
        end else if (axi_bvalid && axi_bready) begin
            axi_bvalid <= 1'b0;
        end
    end
    always @(posedge axi_clk) begin
        if (!axi_resetn) begin
            axi_arready <= 1'b0;
        end else if (axi_arvalid && !axi_arready) begin
            axi_arready <= 1'b1;
        end else begin
            axi_arready <= 1'b0;
        end
    end
    always @(posedge axi_clk) begin
        if (!axi_resetn) begin
            axi_rvalid <= 1'b0;
            axi_rresp <= 2'b00;
            axi_rdata <= 32'b0;
        end else if (axi_arready && axi_arvalid && !axi_rvalid) begin
            axi_rvalid <= 1'b1;
            axi_rresp <= 2'b00;  
            axi_rdata <= reg_data;
        end else if (axi_rvalid && axi_rready) begin
            axi_rvalid <= 1'b0;
        end
    end
    always @(posedge axi_clk) begin
        if (axi_awready && axi_awvalid && axi_wready && axi_wvalid) begin
            reg_data <= axi_wdata;
        end
    end
endmodule
`timescale 1ns / 1ps
module cdc_sync #(
    parameter WIDTH = 1
)(
    input wire clk_out,
    input wire rst_n,
    input wire [WIDTH-1:0] data_in,
    output reg [WIDTH-1:0] data_out
);
    reg [WIDTH-1:0] sync_reg1;
    reg [WIDTH-1:0] sync_reg2;
    always @(posedge clk_out or negedge rst_n) begin
        if (!rst_n) begin
            sync_reg1 <= {WIDTH{1'b0}};
            sync_reg2 <= {WIDTH{1'b0}};
            data_out <= {WIDTH{1'b0}};
        end else begin
            sync_reg1 <= data_in;
            sync_reg2 <= sync_reg1;
            data_out <= sync_reg2;
        end
    end
endmodule
`timescale 1ns / 1ps
module sdio_axi_slave (
    input wire sd_clk,
    input wire sd_cmd,
    output wire sd_cmd_out,
    output wire sd_cmd_dir,  
    inout wire [3:0] sd_data,
    input wire axi_clk,
    input wire axi_resetn,
    input wire [31:0] axi_awaddr,
    input wire axi_awvalid,
    output wire axi_awready,
    input wire [31:0] axi_wdata,
    input wire [3:0] axi_wstrb,
    input wire axi_wvalid,
    output wire axi_wready,
    output wire [1:0] axi_bresp,
    output wire axi_bvalid,
    input wire axi_bready,
    input wire [31:0] axi_araddr,
    input wire axi_arvalid,
    output wire axi_arready,
    output wire [31:0] axi_rdata,
    output wire [1:0] axi_rresp,
    output wire axi_rvalid,
    input wire axi_rready
);
    wire [47:0] cmd_reg;
    wire cmd_valid;
    wire [3:0] data_in_reg;
    wire [3:0] data_out_reg;
    wire data_dir_reg;
    wire data_valid;
    wire crc_error;
    wire timeout_error;
    wire [47:0] sync_cmd_reg;
    wire sync_cmd_valid;
    wire sync_crc_error;
    wire sync_timeout_error;
    cdc_sync #(.WIDTH(48)) cmd_reg_sync (
        .clk_out(axi_clk),
        .rst_n(axi_resetn),
        .data_in(cmd_reg),
        .data_out(sync_cmd_reg)
    );
    cdc_sync #(.WIDTH(1)) cmd_valid_sync (
        .clk_out(axi_clk),
        .rst_n(axi_resetn),
        .data_in(cmd_valid),
        .data_out(sync_cmd_valid)
    );
    cdc_sync #(.WIDTH(1)) crc_error_sync (
        .clk_out(axi_clk),
        .rst_n(axi_resetn),
        .data_in(crc_error),
        .data_out(sync_crc_error)
    );
    cdc_sync #(.WIDTH(1)) timeout_error_sync (
        .clk_out(axi_clk),
        .rst_n(axi_resetn),
        .data_in(timeout_error),
        .data_out(sync_timeout_error)
    );
    axi_slave_interface u_axi_slave_interface (
        .axi_clk(axi_clk),
        .axi_resetn(axi_resetn),
        .axi_awaddr(axi_awaddr),
        .axi_awvalid(axi_awvalid),
        .axi_awready(axi_awready),
        .axi_wdata(axi_wdata),
        .axi_wstrb(axi_wstrb),
        .axi_wvalid(axi_wvalid),
        .axi_wready(axi_wready),
        .axi_bresp(axi_bresp),
        .axi_bvalid(axi_bvalid),
        .axi_bready(axi_bready),
        .axi_araddr(axi_araddr),
        .axi_arvalid(axi_arvalid),
        .axi_arready(axi_arready),
        .axi_rdata(axi_rdata),
        .axi_rresp(axi_rresp),
        .axi_rvalid(axi_rvalid),
        .axi_rready(axi_rready),
        .cmd_reg(sync_cmd_reg),
        .cmd_valid(sync_cmd_valid),
        .crc_error(sync_crc_error),
        .timeout_error(sync_timeout_error)
    );
    sdio_cmd_handler u_sdio_cmd_handler (
        .sd_clk(sd_clk),
        .sd_cmd(sd_cmd),
        .sd_cmd_out(sd_cmd_out),
        .sd_cmd_dir(sd_cmd_dir),
        .cmd_reg(cmd_reg),
        .cmd_valid(cmd_valid),
        .crc_error(crc_error),
        .timeout_error(timeout_error)
    );
    sdio_data_handler u_sdio_data_handler (
        .sd_clk(sd_clk),
        .sd_data(sd_data),
        .data_in_reg(data_in_reg),
        .data_out_reg(data_out_reg),
        .data_dir_reg(data_dir_reg),
        .data_valid(data_valid),
        .crc_error(crc_error),
        .timeout_error(timeout_error)
    );
endmodule
`timescale 1ns / 1ps
module sdio_cmd_handler (
    input wire sd_clk,
    input wire sd_cmd,
    output reg sd_cmd_out,
    output reg sd_cmd_dir,  
    output reg [47:0] cmd_reg,
    output reg cmd_valid,
    output reg crc_error,
    output reg timeout_error
);
    reg [3:0] cmd_state;
    reg [6:0] crc7;
    reg [15:0] timeout_counter;
    function [6:0] crc7_next;
        input [45:0] data;
        reg [6:0] crc;
        integer i;
        begin
            crc = 7'h0;
            for (i = 45; i >= 0; i = i - 1) begin
                crc = {crc[5:0], data[i]} ^ (crc[6] ? 7'h09 : 7'h00);
            end
            crc7_next = crc;
        end
    endfunction
    always @(posedge sd_clk) begin
        if (!timeout_error) begin
            timeout_counter <= 16'h0;
        end else if (cmd_state == 4'b0001) begin
            if (timeout_counter < 16'hFFFF) begin
                timeout_counter <= timeout_counter + 1;
            end else begin
                timeout_error <= 1'b1;
                timeout_counter <= 16'h0;
            end
        end else begin
            timeout_counter <= 16'h0;
            timeout_error <= 1'b0;
        end
    end
    always @(posedge sd_clk) begin
        cmd_reg <= {cmd_reg[46:0], sd_cmd};
        case (cmd_state)
            4'b0000: if (cmd_reg[47:46] == 2'b01) cmd_state <= 4'b0001;  
            4'b0001: begin
                        if (cmd_reg[45:40] == 6'b000000) begin  
                            cmd_valid <= 1'b1;
                            cmd_state <= 4'b0010;
                        end else if (cmd_reg[45:40] == 6'b000010) begin  
                            cmd_valid <= 1'b1;
                            cmd_state <= 4'b0010;
                        end else if (cmd_reg[45:40] == 6'b001010) begin  
                            cmd_valid <= 1'b1;
                            cmd_state <= 4'b0010;
                        end else if (cmd_reg[45:40] == 6'b001011) begin  
                            cmd_valid <= 1'b1;
                            cmd_state <= 4'b0010;
                        end else if (cmd_reg[45:40] == 6'b001110) begin  
                            cmd_valid <= 1'b1;
                            cmd_state <= 4'b0010;
                        end else begin
                            cmd_state <= 4'b0000;  
                        end
                     end
            4'b0010: if (cmd_valid) begin
                        sd_cmd_out <= 1'b0;  
                        sd_cmd_dir <= 1'b1;  
                        cmd_state <= 4'b0011;
                     end
            4'b0011: begin
                        sd_cmd_dir <= 1'b0;  
                        cmd_valid <= 1'b0;
                        cmd_state <= 4'b0000;
                     end
            default: cmd_state <= 4'b0000;
        endcase
    end
endmodule
`timescale 1ns / 1ps
module sdio_data_handler (
    input wire sd_clk,
    inout wire [3:0] sd_data,
    output reg [3:0] data_in_reg,
    output reg [3:0] data_out_reg,
    output reg data_dir_reg,
    output reg data_valid,
    output reg crc_error,
    output reg timeout_error
);
    reg [3:0] data_state;
    reg [15:0] crc16;
    reg [15:0] timeout_counter;
    reg [3:0] tx_buffer;
    reg [3:0] rx_buffer;
    function [15:0] crc16_next;
        input [3:0] data;
        reg [15:0] crc;
        integer i;
        begin
            crc = 16'h0;
            for (i = 3; i >= 0; i = i - 1) begin
                crc = {crc[14:0], data[i]} ^ (crc[15] ? 16'h1021 : 16'h0);
            end
            crc16_next = crc;
        end
    endfunction
    always @(posedge sd_clk) begin
        if (!timeout_error) begin
            timeout_counter <= 16'h0;
        end else if (data_state == 4'b0001) begin
            if (timeout_counter < 16'hFFFF) begin
                timeout_counter <= timeout_counter + 1;
            end else begin
                timeout_error <= 1'b1;
                timeout_counter <= 16'h0;
            end
        end else begin
            timeout_counter <= 16'h0;
            timeout_error <= 1'b0;
        end
    end
    always @(posedge sd_clk) begin
        case (data_state)
            4'b0000: if (data_dir_reg == 1'b0) begin
                        data_state <= 4'b0001;
                     end else begin
                        data_dir_reg <= 1'b1;  
                        tx_buffer <= 4'b0101;  
                        data_state <= 4'b0001;
                     end
            4'b0001: if (data_dir_reg == 1'b0) begin
                        rx_buffer <= sd_data;
                        data_in_reg <= rx_buffer;
                        data_valid <= 1'b1;
                        data_state <= 4'b0010;
                     end else begin
                        data_out_reg <= tx_buffer;
                        data_state <= 4'b0010;
                     end
            4'b0010: if (data_valid) begin
                        data_state <= 4'b0000;  
                     end
            default: data_state <= 4'b0000;
        endcase
    end
endmodule
$ cat ./run.sh
#!/bin/bash
# OpenROAD 26Q1-2900-gdf79404cd8, Yosys 0.63+post, stock flow scripts
make -C /OpenROAD-flow-scripts/flow DESIGN_CONFIG=/design/flow/config.mk WORK_HOME=/design/flow/orfs finish
$ cat ./config.mk
export PLATFORM = sky130hd
export DESIGN_NAME = sdio_axi_slave
export DESIGN_NICKNAME = sdio_axi_slave
export VERILOG_FILES = /design/flow/design.v
export SDC_FILE = /design/flow/constraint.sdc
export NUM_CORES = 4
export LEC_CHECK = 1
export CORE_UTILIZATION = 30
$ cat ./constraint.sdc
current_design sdio_axi_slave

set clk_period 2.4
set clk_io_pct 0.2

create_clock -name clk0 -period $clk_period [get_ports {axi_clk}]
create_clock -name clk1 -period $clk_period [get_ports {sd_clk}]

set non_clock_inputs [all_inputs -no_clocks]
set_input_delay [expr $clk_period * $clk_io_pct] -clock clk0 $non_clock_inputs
set_output_delay [expr $clk_period * $clk_io_pct] -clock clk0 [all_outputs]
==> deck_impl_summary.md <==
Flow Results at a Glance

Run status
  • Outcome: finished, final reports clean

Route
  • ANT cells: 0
  • Initial DRT Pass Iterations: 4
  • Drt drc: 0
  • Via count: 2,046
  • Final wirelength: 6.21 mm
  • Final ANT Viol Nets: 0
  • DR WL/cell: 12.5 um
  • Starting DRT DRC Count: 70
  • Via density per instance: 4.13

Critical path
  • Crit path largest cell delay: 0.51 ns
  • CP Class: reg -> out
  • Worst reg-to-reg setup slack: 1.14 ns
  • Worst Path Arrival: 1.19 ns
  • Critical R2R Capture: u_axi_slave_interface.axi_rdata[2]
  • CP max stage cell: clkdlybuf4s50_1
  • WP buf/inv: 1
  • CP Launch Point: u_axi_slave_interface.axi_arready
  • Largest delay share family, worst path: buffers and inverters
  • Worst setup EP type: primary output
  • Critical path launch point type: register
  • R2R depth: 4
  • Critical path fanouts, max: 4
  • Crit-path cells: clkdlybuf4s50_1
  • Critical path capture point: axi_arready
  • Worst path required time: 1.92 ns
  • FF-to-FF Start: u_axi_slave_interface.axi_arready
  • Critical path depth in cells: 1

Yosys
  • Yosys warns: 5
  • Post-synthesis cell count: 258
  • Mean Syn Cell Area: 13.6 um2
  • Ys async rst share: 0
  • Seq share, synth: 0.793
  • Chip Area, Yosys: 3510 um2
  • Top cells by area: dfxtp_1 (48%), edfxtp_1 (31%), nand2_1 (7.1%), a21boi_0 (5.8%), a21boi_1 (1.5%)
  • Cell variety after synth: 22
  • Cell taking the most area after synthesis: dfxtp_1
  • Main synth FF type: dfxtp_1
  • Synth Cell Area: 3510 um2
  • Most instantiated cells after synthesis: dfxtp_1 (85), nand2_1 (66), edfxtp_1 (36)
  • Yosys Instances: 258
  • Top cell area share: 0.485
  • Ys flops: 121
  • Most instantiated library cell after synthesis: dfxtp_1
  • Number of enable flip-flop cells: 36

Cells and area
  • Register area: 2780 um2
  • Core Util, Final: 0.428
  • Layout Cells excl Fill: 495
  • Area Overhead vs Synth: 39.3%
  • Share of cells above drive strength 1: 0.0852
  • Fill count: 1,031
  • Logic cell area: 648 um2
  • Max reg flops: 48

STA
  • Final setup viols: 0
  • Layout Skew: 0.00699 ns
  • Setup TNS: 0 ns
  • Final Max Tran Viols: 0
  • RSZ-0062 raised after global routing: no
  • Fin. Hold Viols: 0
  • Endpoints left unconstrained: 4

CTS
  • Hold_buf cts: 0
  • Post-CTS setup buffer count: 0
  • Post-CTS Resized: 0
  • CTS clk-pin slew, worst paths: 0.06 ns
  • CTS tree: built
  • Clock sinks: 121

Pwr
  • Net Switching: 836 uW
  • Flop pwr share: 0.510
  • Leakage power: 0.00174 uW
  • Net Sw Frac: 0.194
  • Clk pwr share: 0.453
  • Comb power frac: 0.037
  • P per Cell Area: 881 nW/um2
  • Internal: 3470 uW
  • Max VDD drop: 0.412 mV

Global routing
  • GR Overflow Total: 0
  • Initial antenna violation count: 0
  • GRT Total Usage: 0.115
  • Vias in the first global route: 2,077
  • First-pass GRT wire length: 10.1 mm
  • Largest net degree at the start of global routing: 38

Place
  • GP Congestion: 0.769
  • Port-buffer cells: 77
  • Inst Count DP: 471
  • Detail Placement HPWL: 3.95 mm

Floorplan
  • Core Box Area: 11,400 um2
  • Die H: 110 um
  • IO Count: 156
  • FP Rows: 39
  • Initial Util: 0.307
  • Chip width: 110 um
  • Die area: 12,100 um2

Job
  • Max Cap Viol: 0
  • Count of tool warnings: 98

Min path
  • HP Class: reg -> reg
  • Min-Delay Path Depth: 0
## metal layers
metal / GRT usage / vias to the layer above / wire length (um)
li1: - / 1027 / -
met1: 0.162 / 932 / 2830
met2: 0.155 / 69 / 2510
met3: 0.0701 / 18 / 713
met4: 0.0291 / 0 / 148
met5: 0 / - / 0
## cell usage in the layout (no fill, tap or decap), types with 2 or more instances in the layout
master           Yosys  routed
and3b_1              4       4
clkdlybuf4s50_1      0      77
buf_4                5       3
buf_12               0       2
nor2_1               3       3
a21boi_0            27      27
clkinvlp_4           0       3
nand2_1             66      66
dfxtp_1             85      85
nand2b_1             3       3
clkbuf_16            0      14
a21boi_1             7       7
conb_1               1       5
edfxtp_1            36      36
clkinv_2             0       3
## kinds of logic (layout without fill, tap and decap cells)
family                 Yosys count  count (layout)  synth area share
DFF                            121             121             0.793
and+or+nand+nor                 80              80            0.0973
AOI/OAI and AO/OA               38              38            0.0820
buffers and inverters           18             108            0.0271
other                            1               5           0.00107
## power by group through the flow
stage	sequential (uW)	combinational, uW	clock (uW)
after CTS	2200	164	2000
after global routing	2200	177	2080
final	2200	161	1950
## final cells by class
class	instances	area share
Clock buffer	15	0.0724
Clock inverter	9	0.0174
Inverter	2	0.00154
Multi-Input combinational cell	123	0.133
Sequential cell	121	0.569
Tap cell	143	0.0366
Timing Repair Buffer	82	0.170
## through the flow
stage | total power (uW) | area (um2) | hold WS (ns) | setup slack (ns)
after floorplan | 2290 | 3530 | 0.310 | 0.649
after global placement | 2400 | 4450 | 0.313 | 0.587
after detailed placement | 2400 | 4450 | 0.312 | 0.530
after CTS | 4360 | 4890 | 0.324 | 0.725
after global routing | 4460 | 4890 | 0.327 | 0.701
final | 4310 | 4890 | 0.325 | 0.733
## worst min path at each step
stage                         startpoint                        endpoint
4_1_cts   u_sdio_cmd_handler.cmd_reg[20]  u_sdio_cmd_handler.cmd_reg[21]
5_1_grt   u_sdio_cmd_handler.cmd_reg[20]  u_sdio_cmd_handler.cmd_reg[21]
6_report  u_sdio_cmd_handler.cmd_reg[20]  u_sdio_cmd_handler.cmd_reg[21]
No activity file was given, so power comes from the tool's default toggle rates.
